--- design/flow/config.mk ---
export PLATFORM = sky130hd
export DESIGN_NAME = multi_disp
export DESIGN_NICKNAME = multi_disp
export VERILOG_FILES = /design/flow/design.v
export SDC_FILE = /design/flow/constraint.sdc
export NUM_CORES = 4
export LEC_CHECK = 1
export CORE_AREA = 10 10 106 106
export DIE_AREA = 0 0 116 116
--- design/flow/constraint.sdc ---
current_design multi_disp

set clk_period 3.9
set clk_io_pct 0.2

create_clock -name clk0 -period $clk_period [get_ports {clk_50M}]

set non_clock_inputs [all_inputs -no_clocks]
set_input_delay [expr $clk_period * $clk_io_pct] -clock clk0 $non_clock_inputs
set_output_delay [expr $clk_period * $clk_io_pct] -clock clk0 [all_outputs]
--- design/flow/design.v ---
module multi_disp(key_in,clk_50M,smg_en,Q,h,clk_1k);
input clk_50M;
input[15:0] key_in;
output reg[3:0] smg_en=0;
output reg[3:0] Q=0;
output reg h=0;
output reg clk_1k=0;
reg [31:0] counter=0;
reg [1:0] cnt=0;
reg[3:0]D3,D2,D1;
parameter Nmax=32'd25_000;  
always@(key_in)
begin
D3=key_in/100;
D2=(key_in%100)/10;
D1=key_in%10;
end
always@(posedge clk_50M)
begin
	if(counter==Nmax-1) 
	begin
	   counter<=0;
		clk_1k<=~clk_1k;
	end
	else 
	   counter<= counter + 1;
end
always@(posedge clk_1k)
begin
	if(cnt==2) 
	   cnt<=0;
	else 
	   cnt <= cnt + 1;
end
always@(posedge clk_1k)
begin 
		case(cnt)
		0:begin smg_en<=4'b0001; Q<=key_in[15:12];h<=0; end
		1:begin smg_en<=4'b0010; Q<=key_in[11:8]; h<=0; end
	   2:begin smg_en<=4'b0100; Q<=key_in[7:4];  h<=1; end
		endcase
end 
endmodule 
--- design/flow/run.sh ---
#!/bin/bash
# OpenROAD 26Q1-2900-gdf79404cd8, Yosys 0.63+post, stock flow scripts
make -C /OpenROAD-flow-scripts/flow DESIGN_CONFIG=/design/flow/config.mk WORK_HOME=/design/flow/orfs finish
==> results.ini <==
[status]
run_status=complete, no violations

[yosys]
ys.flops=43
synth.avg_cell_area_um2=10.5
yosys-stat-cells=180
ys_warn_count=1
yosys.cell_types.count=27
top_cells_by_area=dfxtp_1 (36%), edfxtp_1 (14%), xnor2_1 (11%), nand4_1 (4.6%), ha_1 (4.0%)
synth_area_um2=1890
synth_chip_area_um2=1890
synth_top_area_share_pct=36.0
ys_seq_share_pct=50.3
syn_inst=180
yosysTopAreaCell=dfxtp_1

[place]
port-buffer-count=21
globalplace.congestion=0.813
placed_cell_area_um2=2210
hpwl_um=2650

[global_routing]
grt_max_degree=13
grt_pass1_wl_um=6030
first_global_vias=1288
grt_use_total_pct=5.29
antenna_found_initial=0
grt_remaining_overflow=0

[worst_setup_path]
crit_required_ns=3.12
crit_buf_inv=1
cp_top_family=flip-flops
cp_slowest_cell=edfxtp_1
crit_chain=clkdlybuf4s50_1
critical_path_arrival_ns=1.36
slowest_delay_ns=0.54
endpoint_kind=primary output
crit_path_max_fanout=12
cp-start-kind=flop
crit_type=flop to primary output

[detailed_routing]
top_layer=met4
viasPerCell=4.26
firstDrtPassIters=6
wl_met2_um=1690
route.detailed.drc=0
vias=1337
drt-initial-drc-count=41
met1Wirelength_um=1680
post_drt_wl_per_cell_um=11.1
met3_wirelength_um=74
antenna_left=0
drt-total-wl_um=3480
diodes=0

[hold_path]
hp-class=flop to flop

[final_timing]
finClkSkew_ns=0.00480
untimed_endpoints=26
unclocked_pins=10
rsz0062_at_grt=false
maxSlewHeadroom_pct=41.3
finalHoldViolCount=0
min_period_ns=2.14
finalSetupViolCount=0
worst_slew_pin_slew_ns=0.873
fin_crit_sh_pct=54.7
fin_setup_tns_ns=0
drv_slew=0
max_freq_ghz=0.468

[floorplan]
core.rowCount=34
initCoreUtil_pct=21.4
design.core.area_um2=8850
die_w_um=116
fp.dieH_um=116
chipArea_um2=13500
num_io_pins=27

[job]
maxCapViolCount=0
warning_count=33

[layout]
filler_cell_count=941
drive_gt1_share_pct=6.31
finalInstanceArea_um2=2300
final_common_cell=dfxtp_1
synthToLayoutAreaGrowth_pct=21.6
lay_top_cells=dfxtp_1 (34), xnor2_1 (24), clkdlybuf4s50_1 (21), nand2_1 (17)

[clocking]
clockBufferDepth=2
hold_buffers=0
h-tree-depth=2
cts_setup_buffers=0
ctsResizeCount=0
insertion_delay_ns=0.28
clkTransAtPathRegs_ns=0.07
numCtsBuffers=5
cts_tree=done
cts_root_buf=clkbuf_8

[power]
p_per_area_nw_per_um2=258
p_leak_nw=0.766
ir_drop_uv=99.7

power breakdown:
group | internal (mW) | leakage, nW | total [mW] | switching (mW)
Sequential | 0.338 | 0.358 | 0.338 | 0
Clock | 0.123 | 0.0439 | 0.243 | 0.120
Combinational | 0.0104 | 0.364 | 0.0119 | 0.00157
Total | 0.472 | 0.766 | 0.594 | 0.122
flip-flops by register name, summed over array words and instances (netlist names):
register  cells
h             1
counter      32
smg_en        3
cnt           2
clk_1k        1
Q             4
path summary, 6_finish.rpt:
check / from / depth (start not counted) / slack (ns) / end
max reg2reg: counter[11] / 4 / 2.07 / counter[30]
min reg2reg: counter[0] / 1 / 0.45 / counter[0]
min: counter[0] / 1 / 0.45 / counter[0]
max: clk_1k / 1 / 1.76 / clk_1k
metal layers:
| layer | vias to the layer above | global-route usage [%] |
|---|---|---|
| met3 | 2 | 0.680 |
| met1 | 624 | 7.37 |
| met5 | - | 0 |
| met4 | 0 | 0.751 |
| met2 | 13 | 8.87 |
| li1 | 698 | - |
cell families after synthesis:
logic type,after synthesis,synth area share [%]
fa+ha+maj,6,3.97
xor+xnor,30,13.9
compound gates,8,2.65
simple gates,83,26.6
other cells,1,0.198
buf+inv,9,2.38
flops,43,50.3
cell usage after synthesis:
library cell,number
xnor2_1,24
clkbuf_1,1
o21ai_0,4
inv_1,6
ha_1,6
nor3_1,3
edfxtp_1,9
nor2b_1,1
nor2_1,14
nand2_1,17
nand4_1,14
buf_6,1
xor2_1,6
and4_1,3
and3_1,5
conb_1,1
nand4_4,1
nand3b_1,1
nor4_1,9
and3b_1,1
nand3_1,9
nor4_4,3
and2_1,1
a22oi_1,4
dfxtp_1,34
or4_4,1
buf_4,1
through the flow:
| stage | utilization [%] | hold WS [ns] | cells | setup slack [ns] | total power, mW |
|---|---|---|---|---|---|
| 6_report | 26.0 | 0.451 | 314 | 1.76 | 0.594 |
| 5_1_grt | 26.0 | 0.494 | 314 | 1.68 | 0.619 |
| 4_1_cts | 26.0 | 0.456 | 314 | 1.71 | 0.605 |
| 3_3_place_gp | 25.0 | 0.427 | 306 | 2.05 | 0.358 |
| 3_5_place_dp | 25.0 | 0.444 | 306 | 2.03 | 0.358 |
| 2_1_floorplan | - | 0.417 | 180 | 2.20 | 0.347 |
cell type report:
| cell class | count | area, um^2 | share of cell area, % |
|---|---|---|---|
| multi-input combinational | 128 | 895 | 38.9 |
| timing repair buffer | 21 | 210 | 9.14 |
| clock inverter | 3 | 17.5 | 0.762 |
| clock buffer | 5 | 68.8 | 2.99 |
| sequential | 43 | 951 | 41.3 |
| tap | 108 | 135 | 5.88 |
| inverter | 6 | 22.5 | 0.979 |
Power and IR drop assume default switching activity.
