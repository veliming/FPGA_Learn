[design/flow/design.v]
module Timer2bcd(Timer,Data_out);
input [13:0] Timer;               
output reg [15:0] Data_out=0;     
always @(Timer)
begin
  Data_out[15:12]<=(Timer/600)%10;  
  Data_out[11:8]<=(Timer/10%60)/10;  
  Data_out[7:4]<=(Timer/10%60)%10;  
  Data_out[3:0]<=Timer%10; 
end
endmodule
[design/flow/constraint.sdc]
current_design Timer2bcd

set clk_period 17.6
set clk_io_pct 0.2

create_clock -name clk0 -period $clk_period

set non_clock_inputs [all_inputs -no_clocks]
set_input_delay [expr $clk_period * $clk_io_pct] -clock clk0 $non_clock_inputs
set_output_delay [expr $clk_period * $clk_io_pct] -clock clk0 [all_outputs]
[design/flow/config.mk]
export PLATFORM = sky130hd
export DESIGN_NAME = Timer2bcd
export DESIGN_NICKNAME = Timer2bcd
export VERILOG_FILES = /design/flow/design.v
export SDC_FILE = /design/flow/constraint.sdc
export NUM_CORES = 4
export LEC_CHECK = 1
export CORE_UTILIZATION = 30
[design/flow/run.sh]
#!/bin/bash
# OpenROAD 26Q1-2900-gdf79404cd8, Yosys 0.63+post, stock flow scripts
make -C /OpenROAD-flow-scripts/flow DESIGN_CONFIG=/design/flow/config.mk WORK_HOME=/design/flow/orfs finish
==> results.cfg <==
; synthesis and place-and-route metrics
[setup_path]
crit_cells = 36
slowest_delay_ps = 470
critPathTopFamily = simple AND/OR/NAND/NOR gates
endpoint = Data_out[7]
end_kind = output pin
cpMostUsedCell = ha_1
crit_arrival_ps = 13360
critPathKind = in -> out
worstPathRequired_ps = 14080
worstPathMaxFanout = 14
cp-start-kind = input port
slowest_stage = clkdlybuf4s50_1
crit_start = Timer[12]
path_buffers = 5

[final_layout]
drive_above_1_share = 0.1206
fillerInstances = 2145
syn_to_final_growth_pct = 7.998
seq_area_sq_um = 0
nClkBuffers = 0
layoutNonFillerInstCount = 1174
flops = 0

[logic_synthesis]
synthDominantCellAreaShare = 0.04969
top_cell = nand2_1
synth_warnings = 1
syn_inst = 928
ys_cells = 928
synth_cell_types = 124
common_cells = nand2_1, nor2_1, o21ai_0, a21oi_1, clkbuf_1
synth_area_sq_mm = 0.006195
ys_seq_frac = 0
yosysTopAreaCell = nand2_1
yosys-stat-area_sq_mm = 0.006195
syn_area_per_cell_sq_um = 6.675
top_cells_by_area = nand2_1, xnor2_1, o21ai_0

[flow_run]
warning_count = 33
maxCapViolCount = 0

[global_routing]
grt_pass1_vias = 6407
grt.total_usage = 0.1826
grt_pass1_wl_um = 32830
antenna_found_initial = 0
grt_overflow = 0
grt_start_max_net_pins = 29

[detailed_routing]
wirelength_um = 19620
dr.pass1.iters = 7
antenna_cells = 0
wl_per_cell_um = 16.71
drt_iter0_drc = 813
via_per_inst = 6.279
num_vias = 7372
route.detailed.drc = 0
detail-route-antenna-nets = 0

[floorplanning]
fp.dieH_um = 145.7
num_io_pins = 30
die_x_um = 145.7
fp_util = 0.3061
design.core.area_sq_mm = 0.02023
die_area_sq_mm = 0.02123
row_count = 52

[min_path]
hold_path.class = in -> out

[power]
intPower_mw = 0.3886
leakage_nw = 2.303
seq_power_share = 0
swShare = 0.5436
p_per_area_mw_per_mm2 = 127.3
power.switching_mw = 0.4628
clockPowerShare = 0
p_comb_frac = 1.000
vdd_ir_drop_max_uv = 55.49

[final_timing]
hold_slack_ps = 7040
setup_viol = 0
rsz0062_at_grt = false
slew_headroom = 0.4342
maxSlewViolCount = 0
fin_crit_sh = 0.9593
worst_slack_ps = 716.1
fmax_ghz = 0.05923
layout_min_cycle_time_ps = 16880
tightest_slew_ps = 846.0
final.setup.tns_ps = 0
hold_viol = 0

[placement]
io_buffer_count = 28
hpwlAfterDp_um = 14880
dp_cells = 1169
gp_congestion = 0.9780
pre_cts_ws_ps = 441.0

[status]
outcome = finished, final reports clean
metrics by stage:
| stage | utilization | instance area (sq um) | power [mW] |
|---|---|---|---|
| floorplan | - | 6195 | 0.6186 |
| global placement | 0.3250 | 6576 | 0.8335 |
| detailed placement | 0.3250 | 6576 | 0.8280 |
| CTS | 0.3250 | 6576 | 0.8324 |
| global route | 0.3306 | 6690 | 0.9432 |
| finish | 0.3306 | 6690 | 0.8514 |
per-layer routing:
layer  vias to the layer above  share of wire  global-route usage
met1                      3435           0.49              0.2858
met3                        37          0.070             0.01184
li1                       3596              -                   -
met4                         0          0.026             0.04211
met5                         -              0                   0
met2                       304           0.42              0.2713
final cells by class:
class / instances / area [sq um] / share of cell area
inverter: 27 / 105.1 / 0.01571
multi-input combinational: 824 / 5779 / 0.8638
tap: 270 / 337.8 / 0.05050
timing repair buffer: 53 / 467.9 / 0.06995
kinds of logic (layout without fill, tap and decap cells):
kind of cell / Yosys count / after routing / synth area share
xor gates and xnor gates: 42 / 42 / 0.06544
adders and majority gates: 14 / 14 / 0.02626
AOI/OAI and AO/OA: 380 / 380 / 0.4605
buffers and inverters: 104 / 80 / 0.07877
and+or+nand+nor: 362 / 362 / 0.3201
muxes: 26 / 26 / 0.04888
timing repair:
action                                  in CTS  in global routing
endpoints found under the hold margin        0                  0
endpoints found under the setup margin       0                  1
buffers inserted                             0                  5
resized                                      0                 13
hold buffers                                 0                  0
placed cells by master, fill, tap and decap left out, types with 7 or more instances in the layout:
cell type	count
and3_1	15
a31oi_1	18
o21a_1	8
a21oi_1	57
ha_1	9
nand2_1	82
o22ai_1	11
nand3b_1	7
xnor2_1	35
buf_4	25
o211ai_1	25
mux2i_1	16
nand4_1	13
nand2b_1	14
o211a_1	8
and2_1	13
o21ai_1	16
nor4_1	9
a21o_1	9
a221oi_1	8
clkdlybuf4s50_1	28
or3_1	22
or2_2	9
a211oi_1	17
a311oi_1	7
o21ai_0	60
nor3_1	24
o32ai_1	10
o31ai_1	10
nand3_1	23
inv_1	20
nor2_1	75
worst min-delay path by stage:
stage	cells after the start	endpoint	from
4_1_cts	0	Data_out[0]	Timer[0]
5_1_grt	0	Data_out[0]	Timer[0]
6_report	0	Data_out[0]	Timer[0]
power by group through the flow:
stage / Clock (mW) / Sequential [mW] / Combinational [mW]
global route: 0 / 0 / 0.943
CTS: 0 / 0 / 0.832
finish: 0 / 0 / 0.851
No activity file was given, so power comes from the tool's default toggle rates.
