## flow/design.v

```verilog
module ep2(Key_in,clk_50M,smg_en,Q,h,clk_1k);
input clk_50M;
input [7:0] Key_in;
output reg[3:0] smg_en=0;
output reg[2:0] Q=0;
output reg h=0;
output reg clk_1k=0;
reg [31:0] counter=0;
reg [1:0] cnt=0;
reg [3:0] D3 = 0,D2 = 0,D1 = 0;
parameter Nmax=32'd25_000;  
always@(Key_in)
begin
   D3 = Key_in /100;
   D2 = (Key_in%100)/10;
	D1 = Key_in%10;
end
always@(posedge clk_50M)
begin
	if(counter==Nmax-1) 
	begin
	   counter<=0;
		clk_1k<=~clk_1k;
	end
	else 
	   counter<= counter + 1;
end
always@(posedge clk_1k)
begin
	if(cnt==3) 
	   cnt<=0;
	else 
	   cnt <= cnt + 1;
end
always@(posedge clk_1k)
begin 
		case(cnt)
		0:begin smg_en<=4'b1000;Q<=D1; h<=0; end
		1:begin smg_en<=4'b0100;Q<=D2; h<=0; end
	   2:begin smg_en<=4'b0010;Q<=D3; h<=0; end
		default:begin smg_en<=4'b0000; h<=0; end
		endcase
end 
endmodule
```

## flow/run.sh

```bash
#!/bin/bash
# OpenROAD 26Q1-2900-gdf79404cd8, Yosys 0.63+post, stock flow scripts
make -C /OpenROAD-flow-scripts/flow DESIGN_CONFIG=/design/flow/config.mk WORK_HOME=/design/flow/orfs finish
```

## flow/config.mk

```make
export PLATFORM = sky130hd
export DESIGN_NAME = ep2
export DESIGN_NICKNAME = ep2
export VERILOG_FILES = /design/flow/design.v
export SDC_FILE = /design/flow/constraint.sdc
export NUM_CORES = 4
export LEC_CHECK = 1
export CORE_UTILIZATION = 30
```

## flow/constraint.sdc

```tcl
current_design ep2

set clk_period 7.6
set clk_io_pct 0.2

create_clock -name clk0 -period $clk_period [get_ports {clk_50M}]

set non_clock_inputs [all_inputs -no_clocks]
set_input_delay [expr $clk_period * $clk_io_pct] -clock clk0 $non_clock_inputs
set_output_delay [expr $clk_period * $clk_io_pct] -clock clk0 [all_outputs]
```

==> impl_metrics.json <==
{
  "status": "finished, final reports clean",
  "cts-hold-fix-buffers": 0,
  "port-buffer-count": 15,
  "clock_latency_ns": 0.27,
  "row_count": 52,
  "rsz0062_at_grt": "false",
  "finalPower_mw": 0.9148,
  "drtIter0Drc": 523,
  "dp_hpwl_um": 12000,
  "drt_wl_total_um": 15910,
  "setup_slack_ns": 4.811,
  "ys_types": 116,
  "endpoint_kind": "primary output",
  "overflow": 0,
  "logic_area_sq_mm": 0.005086,
  "ys_warn_count": 1,
  "drc": 0,
  "arrival_ns": 1.27,
  "fmax_mhz": 358.5,
  "routed-via-count": 6110,
  "cp_slowest_cell": "clkdlybuf4s50_1",
  "antenna_found_initial": 0,
  "clk_pin_slew_ns": 0.05,
  "die_x_um": 146,
  "gp_congestion": 0.9277,
  "cp_cell_sequence": "clkdlybuf4s50_1",
  "finalNonFillerCells": 1089,
  "ant_nets": 0,
  "clockRootBuffer": "clkbuf_16",
  "ios": 18,
  "start_kind": "register",
  "dp_slack_ns": 5.065,
  "common_cells": "nand2_1, nor2_1, xnor2_1, a21oi_1, o21ai_0",
  "worstReg2RegEnd": "counter[30]",
  "rr_startpoint": "counter[13]",
  "die-area_sq_mm": 0.02132,
  "slowest_delay_ns": 0.52,
  "max_slew_margin_pct": 42.30,
  "unclocked_pins": 8,
  "grt_pass1_wl_um": 27010,
  "grt_max_degree": 43,
  "first_pass_iters": 6,
  "track_usage_pct": 15.03,
  "synth_flops": 41,
  "power_density_mw_per_mm2": 135.6,
  "cts_resized": 0,
  "drive_gt1_share_pct": 10.26,
  "antenna_cells": 0,
  "untimed_endpoints": 17,
  "yosysSeqAreaShare_pct": 13.84,
  "cts_setup_buffers": 0,
  "die_y_um": 146,
  "htreeDepth": 2,
  "reg2reg_depth": 9,
  "clock_skew_ns": 0.003376,
  "wl_per_cell_um": 14.61,
  "hold_path_class": "register to register",
  "ys.flop_type": "dfxtp_1",
  "setup-tns-final_ns": 0,
  "clock_path_buffers": 2,
  "hold_depth": 1,
  "numCtsBuffers": 5,
  "crit_buf_inv": 1,
  "min_from": "counter[0]",
  "synthCells": 822,
  "yosys-top-cells-area": "dfxtp_1, xnor2_1, nand2_1",
  "register_area_sq_um": 860.8,
  "fin_crit_sh_pct": 36.70,
  "syn_to_final_growth_pct": 8.447,
  "period_minus_slack_ns": 2.789,
  "cp_top_family": "buffers and inverters",
  "reg2reg_slack_ns": 5.51,
  "yosysTopAreaCell": "dfxtp_1",
  "most_common_cell": "nand2_1",
  "cts_tree": "yes",
  "cp_max_fo": 10,
  "async_flop_share_pct": 0,
  "edf_count": 4,
  "top_area_share_pct": 11.91,
  "via_per_inst": 5.611,
  "setup-violations-final": 0,
  "power_leakage_nw": 2.494,
  "synth_area_sq_mm": 0.006221,
  "crit_type": "register to primary output",
  "cp.required_ns": 6.08,
  "ys_chip_area_sq_mm": 0.006221,
  "worstMarginPinSlew_ns": 0.8626,
  "ir_worst_vdd_v": 0.0001562,
  "warnings": 30,
  "initial_core_util_pct": 30.65,
  "hold_path_end": "counter[0]",
  "slew_viol_final": 0,
  "timing.max_cap.violations": 0,
  "post-place-cells": 1081,
  "hold_viol_final": 0,
  "grt_pass1_vias": 5446,
  "coreArea_sq_mm": 0.02030,
  "ys_cells": 822,
  "syn_area_per_cell_sq_um": 7.568,
  "fillers": 2194
}
-- layer usage --
layer  vias to the layer above  GRT usage, %  share of wire, %
li1                       3143             -                 -
met1                      2823         23.38                51
met2                       136         23.54                44
met3                         8         1.216               3.8
met4                         0         1.406              0.38
met5                         -             0                 0
-- cells by family (layout without fill, tap and decap cells) --
| group | Yosys count | in the layout | share of synthesized area (%) |
|---|---|---|---|
| AND/OR/NAND/NOR | 347 | 347 | 29.91 |
| AND-OR/OR-AND | 262 | 262 | 34.55 |
| XOR/XNOR | 68 | 68 | 9.694 |
| buffers and inverters | 63 | 59 | 4.465 |
| flip-flops | 41 | 41 | 13.84 |
| adder cells (fa/ha/maj) | 22 | 22 | 4.405 |
| multiplexers | 18 | 18 | 3.077 |
| other | 1 | 2 | 0.06028 |
-- layout by cell type, fill, tap and decap left out, types with 6 or more instances in the layout --
cell             instances
a211o_1                 10
a211oi_1                11
a21o_1                  13
a21oi_1                 39
a221oi_1                 6
a22oi_1                  6
a31oi_1                 13
and2_1                   9
and3_1                   7
clkdlybuf4s50_1         15
dfxtp_1                 37
ha_1                    21
inv_1                   28
mux2_2                   9
mux2i_1                  9
nand2_1                 79
nand2b_1                22
nand3_1                 32
nand4_1                 18
nor2_1                  71
nor2b_1                 10
nor3_1                  34
nor4_1                  16
o211ai_1                 6
o21ai_0                 38
o21ai_1                  6
o22ai_1                  7
or2_2                    6
xnor2_1                 44
xor2_1                  23
-- through the flow --
| step | hold WS [ns] | utilization [%] | area, sq um |
|---|---|---|---|
| floorplan | 0.4176 | - | 6225 |
| global placement | 0.4321 | 32.46 | 6589 |
| global route | 0.4631 | 33.23 | 6746 |
| finish | 0.4475 | 33.23 | 6746 |
| detailed placement | 0.4396 | 32.46 | 6589 |
| CTS | 0.4493 | 33.23 | 6746 |
-- worst max-delay path by stage --
stage                 startpoint      to  slack [ns]  depth (start not counted)
after CTS                 clk_1k  clk_1k        4.79                          1
after global routing      clk_1k  clk_1k        4.75                          1
final                     clk_1k  clk_1k        4.81                          1
-- area by class of cell --
cell class                      count  area share [%]
Sequential cell                    41           12.76
Inverter                           31           1.725
Multi-Input combinational cell    719           75.39
Tap cell                          270           5.007
Clock buffer                        7           2.263
Timing Repair Buffer               20           2.782
Clock inverter                      1         0.07418
-- registers in the layout, summed over array words and instances (netlist names) --
signal   flops
Q            3
clk_1k       1
cnt          2
counter     32
smg_en       3
-- power breakdown --
group	internal, mW	total (mW)	switching, mW
sequential	0.178	0.178	0
clock	0.138	0.203	0.0647
combinational	0.217	0.533	0.316
Power and IR drop assume default switching activity.
